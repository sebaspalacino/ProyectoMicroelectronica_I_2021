==> ./design.v <==
module concatenador_in(
	input clk, reset,
	input selector,
	input [11:0] [7:0] entry_12 ,
	input [3:0] [7:0] nonce ,
	output reg [15:0] [7:0]  block_out);
	reg [7:0] i,j,k,s,t;
	reg [11:0] [7:0] hold_entry_12 ;
	reg [3:0] [7:0] hold_nonce ;
always @(posedge clk) begin
	if(~reset)begin
			block_out <=0;		
	end else begin
		block_out <= {hold_nonce, hold_entry_12};
	end
end
always @(*) begin
	if(~reset) begin
			hold_entry_12 =0;
			hold_nonce =0;
	end else begin
		if(selector==0) begin
				hold_entry_12 =0;		
				hold_nonce =0;
		end else begin
			hold_entry_12 = entry_12;
			hold_nonce = nonce;
		end
	end
end	
endmodule
==> ./run.sh <==
#!/bin/bash
# OpenROAD 26Q1-2900-gdf79404cd8, Yosys 0.63+post, stock flow scripts
make -C /OpenROAD-flow-scripts/flow DESIGN_CONFIG=/design/flow/config.mk WORK_HOME=/design/flow/orfs finish
==> ./config.mk <==
export PLATFORM = sky130hd
export DESIGN_NAME = concatenador_in
export DESIGN_NICKNAME = concatenador_in
export VERILOG_FILES = /design/flow/design.v
export SDC_FILE = /design/flow/constraint.sdc
export NUM_CORES = 4
export LEC_CHECK = 1
export CORE_UTILIZATION = 30
==> ./constraint.sdc <==
current_design concatenador_in

set clk_period 1.0
set clk_io_pct 0.2

create_clock -name clk0 -period $clk_period [get_ports {clk}]

set non_clock_inputs [all_inputs -no_clocks]
set_input_delay [expr $clk_period * $clk_io_pct] -clock clk0 $non_clock_inputs
set_output_delay [expr $clk_period * $clk_io_pct] -clock clk0 [all_outputs]
==> results_dict.tcl <==
# yosys + openroad results
set metrics [dict create \
    clk_pin_slew_ns 0.05 \
    cts_setup_buffers 0 \
    cts_made_buffers 17 \
    worstSetupEndpointType "output pin" \
    synth_warnings 1 \
    final_core_util_pct 53.3 \
    drtIter0Drc 139 \
    vias 2966 \
    ys_ff 128 \
    syn_area_sq_um 3600 \
    clock-sinks 128 \
    comb_power_share_pct 8.0 \
    critPathTopFamily "flip-flops" \
    gp_congestion 0.790 \
    power.leakage_nw 3.26 \
    p_clk_share_pct 47.4 \
    top_cell_area_share_pct 71.1 \
    cts_tree "yes" \
    drive_gt1_share_pct 35.5 \
    worst_pin_slew_ns 0.288 \
    arrival_ns 0.82 \
    peakVddDrop_mv 1.19 \
    top_register "block_out" \
    rsz0062_at_grt "true" \
    placementRows 39 \
    syn-mean-instance-area_sq_um 12.7 \
    postSynthSeqShare_pct 71.1 \
    htreeDepth 4 \
    crit_chain "buf_2" \
    die_x_microns 112 \
    grt_pass1_vias 2826 \
    fp.dieArea_sq_um 12500 \
    fin_crit_sh_pct 102 \
    numPortBuffers 258 \
    violations "DRC, setup timing" \
    grt_use_total_pct 16.6 \
    ys_types 6 \
    netSwitchingFraction_pct 19.0 \
    top_regs "block_out x128" \
    top_cells_by_area "dfxtp_1 71%, and3_1 19%, and3_2 4.4%" \
    warning_count 27 \
    clk_path_buf_depth 2 \
    boundaryPins 259 \
    yosys.area.top_type "dfxtp_1" \
    relSlewSlack_pct 80.8 \
    die_h_microns 112 \
    slew_viol_final 0 \
    vias_per_cell 4.27 \
    crit_buf_inv 1 \
    place_hpwl_mm 7.23 \
    ys_cells 284 \
    hold_viol_final 0 \
    slowest_delay_ns 0.31 \
    p_switching_mw 2.28 \
    cp_max_fo 1 \
    antenna_found_initial 0 \
    cpMaxStageDelayCell "dfxtp_2" \
    syn_inst 284 \
    min_period_ns 1.02 \
    area_growth_pct 71.1 \
    grt_max_degree 59 \
    drt_wl_total_mm 10.2 \
    largest_register_ffs 128 \
    finalSetupViolCount 54 \
    drc_errors 32 \
    grt.overflow.total 0 \
    initCoreUtil_pct 31.2 \
    ys_area_sq_um 3600 \
    hp-class "in -> reg" \
    dr.pass1.iters 51 \
    cellPowerDensity_nw_per_um2 1950 \
    core_area_sq_um 11600 \
    antenna_left 0 \
    antenna_cells 0 \
    timing.final.ws_setup_ns -0.0217 \
    max_freq_ghz 0.979 \
    dp_slack_ns -0.00152 \
    maxCapViolCount 0 \
    cp.required_ns 0.80 \
    internal-power_mw 9.73 \
    outcome "finished, violations left" \
    root_buffer "clkbuf_16" \
    wire_per_inst_microns 14.7 \
    p_seq_share_pct 44.6 \
    crit_type "reg -> out" \
    worstSetupStartpointType "flip-flop" \
    grt_pass1_wl_mm 15.7 \
]
-- worst paths after layout --
kind                    endpoint  cells after the start  slack (ns)           from
setup / recovery   block_out[16]                      1       -0.02  block_out[16]
hold / removal    block_out[115]                      3        0.26          reset
-- cells in the final DEF (no fill, tap or decap) --
cell type          n
and3_1           107
and3_2            21
buf_12             3
buf_2            130
buf_4              4
bufinv_16          1
clkbuf_1           4
clkbuf_16         17
clkbuf_8           5
clkdlybuf4s50_1  128
clkinv_2           3
clkinvlp_4         1
dfxtp_1          117
dfxtp_2           11
-- repair_timing --
item                                    CTS  global route
hold buffers                              0             0
resized                                 406             1
pin swaps                                 0             0
endpoints found under the setup margin  128           128
-- cell type report --
cell class | count | area [sq um]
timing repair buffer | 265 | 2020
multi-input combinational | 128 | 827
clock inverter | 5 | 52.6
fill | 1021 | 5400
sequential | 128 | 2580
tap | 143 | 179
clock buffer | 26 | 509
-- synthesized netlist by cell type --
library cell,number
and3_1,107
dfxtp_1,128
clkbuf_2,2
buf_2,14
buf_6,12
and3_2,21
-- layer usage --
metal | share of wire [%] | track usage, % | routed length, microns | vias up
met2 | 48 | 27.2 | 4950 | 155
met4 | 2.4 | 3.33 | 242 | 0
met3 | 13 | 5.98 | 1290 | 15
li1 | - | - | - | 1484
met1 | 37 | 21.7 | 3730 | 1312
met5 | 0 | 0 | 0 | -
-- through the flow --
step | instance area [sq um] | power (mW) | TNS [ns] | hold slack (ns) | instances
global placement | 6230 | 6.62 | -0.00110 | 0.674 | 664
finish | 6170 | 12.0 | -0.315 | 0.261 | 695
CTS | 6160 | 12.2 | -2.80 | 0.244 | 695
global route | 6170 | 12.5 | -4.67 | 0.275 | 695
detailed placement | 6230 | 6.62 | -0.00252 | 0.679 | 664
floorplan | 3600 | 5.68 | 0 | 0.359 | 284
-- power by group through the flow --
| stage | Sequential [mW] | Combinational [mW] | Clock (mW) |
|---|---|---|---|
| after CTS | 5.36 | 0.973 | 5.83 |
| after global routing | 5.37 | 1.05 | 6.10 |
| final | 5.36 | 0.955 | 5.70 |
-- kinds of logic (layout without fill, tap and decap cells) --
group | Yosys count | in the layout | synth area share, %
buffers and inverters | 28 | 296 | 5.97
flip-flops | 128 | 128 | 71.1
AND/OR/NAND/NOR | 128 | 128 | 22.9
Power is estimated from default activity; no workload was simulated.
